==> design/flow/design.v <==
module dummy_axi_lite( input axi_aclk,
					   input axi_aresetn,
					   input [3:0] axi_araddr,
					   input axi_arvalid,
					   input axi_rready,
					   output [31:0] axi_rdata,
					   output axi_rvalid,
					   output axi_arready);
integer i;
reg [31:0] data_rom [0:15];
reg r_rvalid, r_arready;
reg [3:0] r_addr;
reg [31:0] r_rdata;
localparam st_put_addr = 0;
localparam st_received_addr = 1;
localparam st_data_valid = 2;
reg [1:0] curr_st, next_st;
initial
begin
	data_rom[0] = 32'hAAAAAAAA;
	data_rom[1] = 32'h55555555;
	for(i=2;i<16;i=i+1)
	begin
		data_rom[i] = 32'h00000000;
	end
end
always @(posedge axi_aclk or negedge axi_aresetn) begin
	if (!axi_aresetn) 
	begin
		curr_st <= 2'b00;
	end
	else 
	begin
		curr_st <= next_st;
	end	
end
always @* begin
	next_st = curr_st;
	case(curr_st)
		st_put_addr:
		begin
			if (axi_arvalid) 
			begin
		      r_arready = 1'b1;
				next_st = st_received_addr;
			end
			else if(!axi_arvalid)
			begin
			   r_rvalid = 1'b0;
				r_arready = 1'b0;
				next_st = st_put_addr;
			end
		end
		st_received_addr:
		begin
			if(axi_arvalid && r_arready) 
			begin
				r_addr = axi_araddr;
			end
			else if(!axi_arvalid)
			begin
				r_arready = 1'b0;
				next_st = st_data_valid;
			end
		end
		st_data_valid:
		begin
			r_rdata = data_rom[r_addr];
			r_rvalid = 1'b1;
			next_st = st_put_addr;
		end
	endcase
end
assign axi_rdata = r_rdata;
assign axi_rvalid = r_rvalid;
assign axi_arready = r_arready;
endmodule
==> design/flow/run.sh <==
#!/bin/bash
# OpenROAD 26Q1-2900-gdf79404cd8, Yosys 0.63+post, stock flow scripts
make -C /OpenROAD-flow-scripts/flow DESIGN_CONFIG=/design/flow/config.mk WORK_HOME=/design/flow/orfs finish
==> design/flow/config.mk <==
export PLATFORM = sky130hd
export DESIGN_NAME = dummy_axi_lite
export DESIGN_NICKNAME = dummy_axi_lite
export VERILOG_FILES = /design/flow/design.v
export SDC_FILE = /design/flow/constraint.sdc
export NUM_CORES = 4
export LEC_CHECK = 1
export CORE_AREA = 10 10 70 70
export DIE_AREA = 0 0 80 80
==> design/flow/constraint.sdc <==
current_design dummy_axi_lite

set clk_period 1.0
set clk_io_pct 0.2

create_clock -name clk0 -period $clk_period [get_ports {axi_aclk}]

set non_clock_inputs [all_inputs -no_clocks]
set_input_delay [expr $clk_period * $clk_io_pct] -clock clk0 $non_clock_inputs
set_output_delay [expr $clk_period * $clk_io_pct] -clock clk0 [all_outputs]
==> deck_impl_summary.md <==
Flow Results at a Glance

Outcome
  – Outcome: finished, final reports clean

Timing
  – Final hold violations: 0
  – Setup_tns: 0 ns
  – Fin worst setup slack: between 0.2 and 0.25 ns
  – Worst slew pin tran: about 0.45 ns
  – Slew Viols, Final: 0
  – Endpoints left unconstrained: about 42
  – Fmax: approximately 1.3 GHz
  – Register pins left without a clock: 8
  – Min Tclk post-route: about 0.78 ns
  – Slew Limit Headroom: 70.2%
  – Clock Skews: 0.00165 ns
  – Period utilisation layout: between 70% and 80%
  – Setup violations, final: 0
  – RSZ-0062 raised after global routing: false

Drt
  – Wire per inst: 10.3 um
  – Initial DRC Count: 4
  – Routed WL: 1170 um
  – Vias: about 340
  – Final antenna-violating net count: 0
  – First-pass iteration count of the detailed router: 2
  – Vias per cell: between 2 and 3
  – Ant. Diodes: 0
  – Detailed-route DRC error count: 0

Global route
  – Grt ovf: 0
  – Initial antenna violation count: 0
  – Overall Global Routing Usage: between 3 and 4%
  – First-pass GRT wire length: about 1700 um
  – Vias in the first global route: 332
  – Largest net degree at the start of global routing: 17

Synthesis
  – Yosys simple share: approximately 10%
  – Top cells, area: buf_4 (45%), dlxtn_1 (18%), dfrtp_1 (10%)
  – Adder share: 0%
  – Synth cell types: 13
  – Ys flops: 11
  – Synthesized chip area reported by yosys: 500 um^2
  – Most frequent cell after synthesis: buf_4
  – Yosys aoi share: approximately 3.0%
  – Ys async rst share: around 27%
  – Post-synth top cells: buf_4 (30), dlxtn_1 (6), nor2_1 (3)
  – Xor/xnor share: 0%
  – Yosys cell count: approximately 52
  – Cell Area, Synth: about 500 um^2
  – Synth Flop Type: dlxtn_1
  – EDFF count, synth: 0
  – YS warnings: 4
  – Post-synth top area cell: buf_4
  – Cells after Synth: between 50 and 60
  – Comb area leader: buffers and inverters
  – Mux share: 2.00%
  – Area leader share: 45.0%
  – Synthesized area per cell: 9.62 um^2

Critical path
  – Slowest cell on crit path: clkdlybuf4s50_1
  – Worst path bufs/invs: 2
  – Critical path arrival: roughly 0.93 ns
  – Crit Path Max Fanout: 4
  – Crit path DRT: 1.16 ns
  – CP Cell Sequence: clkdlybuf4s50_1 -> inv_2 -> a21o_1
  – Critical path class: input pin to register
  – CP delay by family, top: buffers and inverters
  – Critical path capture point type: register
  – Largest stage delay on the critical path: 0.50 ns
  – R2R Setup Slk: ~0.22 ns
  – Startpoint Class: input pin

Clocking
  – Post-CTS setup buffers: 0
  – # hold bufs at CTS: 0
  – TritonCTS Buffers: 3
  – # H-tree levels: 1
  – Number of gates resized after CTS: 0
  – Worst-path clk slew: roughly 0.040 ns
  – Maximum root-to-sink buffer count: 2
  – CTS tree: built
  – Latency at later pin: between 0.2 and 0.25 ns
  – Clk root buf: clkbuf_4

Floorplan
  – CORE AREA: between 3000 and 4000 um^2
  – Die Y: 80 um
  – Row Count: 21
  – Io pins: between 40 and 50
  – Fp util: 14.7%
  – Die Wd: ~80 um
  – Chip area: ~6400 um^2

Min path
  – Hold Crit Class: input pin to asynchronous set/reset pin

Run
  – Tool Warnings: 26
  – Max-Cap Viols: 0

Power
  – P_leak: just under 0.3 nW
  – Max IR drop VDD: around 660 uV
  – Power density cells: between 700 and 800 nW/um^2

Place
  – RePlAce Congestion: between 0.7 and 0.8
  – DP HPWL: slightly above 1000 um
  – Placed Instances: 110
  – Pre-CTS WS: -0.0129 ns
  – Port-buffer cells: 40

Final layout
  – Final std cells w/o fill: between 100 and 150
  – Syn-to-layout area delta: 54.8%
  – Share of post-route cells with drive strength above 1: a little over an eighth
  – Final Util: 22.7%
==> cells in the final DEF (no fill, tap or decap) <==
master / n
clkbuf_1: 1
nor2b_1: 1
dlxtn_1: 6
clkbuf_4: 3
nor4b_2: 1
dfstp_2: 1
dfrtp_1: 2
nor2_1: 3
nand3_1: 1
nor4_2: 1
mux2i_1: 1
a21o_1: 2
clkdlybuf4s50_1: 40
inv_2: 1
buf_4: 2
dlxtp_1: 2
==> cell families after synthesis <==
family | Yosys count
buffers and inverters | 31
latches | 8
and+or+nand+nor | 7
DFF | 3
AOI/OAI and AO/OA | 2
muxes | 1
==> worst register-to-register path: stages, from the launching register on <==
cell,delay (ns)
dfstp_2,0.54
nor2_1,0.07
nor2_1,0.09
==> through the flow <==
step / area (um^2) / power (W) / hold WS [ns]
floorplan: 500 / 0.000260 / -0.0956
global placement: 748 / 0.000336 / 0.389
detailed placement: 748 / 0.000340 / 0.394
CTS: 774 / 0.000559 / 0.148
global route: 774 / 0.000589 / 0.147
finish: 774 / 0.000543 / 0.155
==> cell type report <==
type,count,area (um^2)
repair buffers,42,415
inverters,1,3.75
fillers,365,2640
flip-flops and latches,11,196
multi-input cells,10,75.1
clock buffers,4,26.3
well taps,46,57.6
==> state kept, by name, summed over array words and instances, names as in the netlist <==
signal / count
r_addr: 4
r_arready: 1
r_rvalid: 1
r_rdata: 2
curr_st: 3
==> report_power, final <==
group	total, W	internal (W)	switching (W)
Clock	0.000208	0.000149	0.0000585
Sequential	0.000201	0.000173	0.0000286
Combinational	0.000134	0.000104	0.0000301
Total	0.000543	0.000426	0.000117
==> path summary, 6_finish.rpt <==
check	start	end	cells after the start
min in group clk0	curr_st[1]	curr_st[0]	1
setup / recovery	axi_arvalid	curr_st[0]	3
setup reg to reg	curr_st[0]	curr_st[2]	2
hold reg to reg	curr_st[1]	curr_st[0]	1
hold / removal	axi_aresetn	curr_st[1]	1
max in group asynchronous	axi_aresetn	curr_st[0]	1
==> routing by layer <==
layer / vias up / global-route usage, % / part of all wire, %
li1: 166 / - / -
met2: 23 / 6.18 / 51
met3: 0 / 1.59 / 17
met4: 0 / 0.352 / 0
met5: - / 0 / 0
met1: 150 / 3.17 / 32
Power figures rest on the tool's default switching activity, not on a simulated workload.
